### flow/design.v
module controller #(parameter BITS_PER_PIXEL=0)
    (
        input n_reset,
        input clk,
        output reg [1:0] hub75_red,
        output reg [1:0] hub75_green,
        output reg [1:0] hub75_blue,
        output [3:0] hub75_addr,
        output hub75_clk,
        output reg hub75_latch,
        output reg hub75_oe,
        input spi_clk,
        input spi_mosi,
        input spi_ss,
        output spi_miso,
        output reg user_led
    );
    localparam BITS_PER_RGB = BITS_PER_PIXEL / 4;
    reg [1:0] clk_counter = 2'b00;
    always @ (posedge clk) begin
        clk_counter <= clk_counter + 2'b01;
    end
    wire slow_clk = clk_counter[1];
    wire reset = ~n_reset;
    wire [BITS_PER_PIXEL-1:0] write_data;
    wire write_pixel_clk;
    spi_slave #(BITS_PER_PIXEL) spi_slave (
        reset, spi_clk, spi_mosi, write_data, write_pixel_clk
    );
    reg [10:0] write_addr = 11'b11111111111;  
    always @ (posedge spi_ss, negedge write_pixel_clk) begin
        if (spi_ss == 1'b1) begin
            write_addr <= 11'b11111111111;
        end else begin
            write_addr <= write_addr + 11'b1;
        end
    end
    reg [3:0] row_addr = 4'h0;
    reg [9:0] column_addr = 10'b0000000000;
    wire [9:0] read_addr = { row_addr, column_addr[5:0] };
    wire [BITS_PER_PIXEL-1:0] read_data_top;
    wire [BITS_PER_PIXEL-1:0] read_data_bottom;
    sync_pdp_ram #(BITS_PER_PIXEL) sync_pdp_ram (
        spi_ss,
        write_pixel_clk, write_addr, write_data, 1'b1,
        slow_clk, read_addr, read_data_top, read_data_bottom, 1'b1
    );
    localparam
        READ_STATE_PIXELS = 0,
        READ_STATE_SET_LATCH_DELAY = 1,
        READ_STATE_SET_LATCH = 2,
        READ_STATE_OE_STROBE = 3,
        READ_STATE_END_OF_ROW = 4,
        READ_STATE_NEXT_LINE = 5;
    integer read_state = READ_STATE_PIXELS;
    reg run_hub75_clk = 1'b0;
    integer bit_count = 0;
    reg [9:0] oe_strobe_column_addr = 10'b0000000000;
    always @ (posedge reset, negedge slow_clk) begin
        if (reset == 1'b1) begin
            run_hub75_clk <= 1'b0;
            hub75_red <= 2'b00;
            hub75_green <= 2'b00;
            hub75_blue <= 2'b00;
            hub75_latch <= 1'b0;
            hub75_oe <= 1'b1;
            row_addr <= 4'b0000;
            column_addr <= 10'b0000000000;
            oe_strobe_column_addr <= 10'b0000011111;
            read_state <= READ_STATE_PIXELS;
        end else begin
            case (read_state)
                READ_STATE_PIXELS: begin
                    run_hub75_clk <= 1'b1;
                    hub75_red <= {
                        read_data_bottom[BITS_PER_RGB*3 + bit_count],
                        read_data_top[BITS_PER_RGB*3 + bit_count]
                    };
                    hub75_green <= {
                        read_data_bottom[BITS_PER_RGB*2 + bit_count],
                        read_data_top[BITS_PER_RGB*2 + bit_count]
                    };
                    hub75_blue <= {
                        read_data_bottom[BITS_PER_RGB*1 + bit_count],
                        read_data_top[BITS_PER_RGB*1 + bit_count]
                    };
                    column_addr <= column_addr + 10'b0000000001;
                    if (column_addr == 10'b0000111111) begin
                        read_state <= READ_STATE_SET_LATCH_DELAY;
                    end
                end
                READ_STATE_SET_LATCH_DELAY: begin
                    run_hub75_clk <= 1'b0;
                    read_state <= READ_STATE_SET_LATCH;
                end
                READ_STATE_SET_LATCH: begin
                    hub75_latch <= 1'b1;
                    column_addr <= 10'b0000000000;
                    read_state <= READ_STATE_OE_STROBE;
                end
                READ_STATE_OE_STROBE: begin
                    hub75_latch <= 1'b0;
                    hub75_oe <= 1'b0;
                    column_addr <= column_addr + 10'b0000000001;
                    if (column_addr == oe_strobe_column_addr) begin
                        hub75_oe <= 1'b1;
                        read_state <= READ_STATE_END_OF_ROW;
                    end
                end
                READ_STATE_END_OF_ROW: begin
                    bit_count <= bit_count + 1;
                    oe_strobe_column_addr <= { oe_strobe_column_addr[8:0], 1'b1 };
                    if (bit_count == BITS_PER_RGB - 1) begin
                        bit_count <= 0;
                        oe_strobe_column_addr <= 10'b0000011111;
                        row_addr <= row_addr + 4'h1;
                    end
                    read_state <= READ_STATE_NEXT_LINE;
                end
                READ_STATE_NEXT_LINE: begin
                    column_addr <= 10'b0000000000;
                    read_state <= READ_STATE_PIXELS;
                end
            endcase
        end
    end
    wire _unused_ok = &{1'b0,
        read_data_bottom[3:0],
        read_data_top[3:0],
        1'b0};
    assign hub75_addr = row_addr;
    assign hub75_clk = run_hub75_clk ? slow_clk : 1'b0;
    assign spi_miso = 1'b0;
    reg [23:0] counter = 24'h000000;
    always @ (posedge slow_clk) begin
        counter <= counter + 1;
    end
    assign user_led = counter[23];
endmodule
module spi_slave #(parameter BITS_PER_PIXEL=0)
    (
        input reset,
        input spi_clk,
        input spi_mosi,
        output [BITS_PER_PIXEL-1:0] data,
        output pixel_clk
    );
    localparam BITS_PER_RGB = BITS_PER_PIXEL / 4;
    reg [31:0] tmp_data = 32'b0;
    reg [4:0] bit_counter = 5'b0;
    always @ (posedge reset, posedge spi_clk) begin
        if (reset == 1'b1) begin
            bit_counter <= 5'b11111;
        end else begin
            tmp_data[bit_counter] <= spi_mosi;
            bit_counter <= bit_counter - 5'b00001;
        end
    end
    assign data = { tmp_data[4*8-1:(4*8)-BITS_PER_RGB],
                    tmp_data[3*8-1:(3*8)-BITS_PER_RGB],
                    tmp_data[2*8-1:(2*8)-BITS_PER_RGB],
                    tmp_data[1*8-1:(1*8)-BITS_PER_RGB]
    };
    assign pixel_clk = bit_counter[4];
endmodule
module sync_pdp_ram #(parameter BITS_PER_PIXEL=0)
    (
        input                       buffer_toggle,
        input                       write_clk,
        input [10:0]                write_addr,
        input [BITS_PER_PIXEL-1:0]  write_data,
        input                       write_en,
        input                       read_clk,
        input [9:0]                 read_addr,
        output [BITS_PER_PIXEL-1:0] read_data_top,
        output [BITS_PER_PIXEL-1:0] read_data_bottom,
        input                       read_en
    );
    reg [BITS_PER_PIXEL-1:0] mem_top [64*16*2];
    reg [BITS_PER_PIXEL-1:0] mem_bottom [64*16*2];
    reg [BITS_PER_PIXEL-1:0] tmp_data_top;
    reg [BITS_PER_PIXEL-1:0] tmp_data_bottom;
    always @ (posedge write_clk) begin
        if (write_en) begin
            if (write_addr[10] == 1'b0)
                mem_top[{buffer_toggle, write_addr[9:0]}] <= write_data;
            else
                mem_bottom[{buffer_toggle, write_addr[9:0]}] <= write_data;
        end
    end
    always @ (posedge read_clk) begin
       if (read_en) begin
            tmp_data_top <= mem_top[{~buffer_toggle, read_addr}];
            tmp_data_bottom <= mem_bottom[{~buffer_toggle, read_addr}];
       end
    end
    assign read_data_top = read_en ? tmp_data_top : {BITS_PER_PIXEL{1'b1}};
    assign read_data_bottom = read_en ? tmp_data_bottom : {BITS_PER_PIXEL{1'b1}};
endmodule
### flow/run.sh
#!/bin/bash
# OpenROAD 26Q1-2900-gdf79404cd8, Yosys 0.63+post, stock flow scripts
make -C /OpenROAD-flow-scripts/flow DESIGN_CONFIG=/design/flow/config.mk WORK_HOME=/design/flow/orfs finish
### flow/config.mk
export PLATFORM = sky130hd
export DESIGN_NAME = controller
export DESIGN_NICKNAME = controller
export VERILOG_FILES = /design/flow/design.v
export SDC_FILE = /design/flow/constraint.sdc
export NUM_CORES = 4
export LEC_CHECK = 1
export CORE_UTILIZATION = 40
export SYNTH_MEMORY_MAX_BITS = 65536
### flow/constraint.sdc
current_design controller

set clk_period 3.7
set clk_io_pct 0.2

create_clock -name clk0 -period $clk_period [get_ports {clk}]
create_clock -name clk1 -period $clk_period [get_ports {spi_clk}]

set non_clock_inputs [all_inputs -no_clocks]
set_input_delay [expr $clk_period * $clk_io_pct] -clock clk0 $non_clock_inputs
set_output_delay [expr $clk_period * $clk_io_pct] -clock clk0 [all_outputs]
==> results.toml <==
# generated from flow reports
[setup_path]
worstPathRequired_ns = 3.68
cp-startpoint = "spi_slave.bit_counter[4]"
crit_type = "reg -> reg"
worstSetupEndpointType = "flip-flop"
r2r_end = "spi_slave.tmp_data[8]"
r2r_slack_ns = 0.70
reg2regPathDepth = 5
cp.arrival_ns = 2.98
cp-start-kind = "flip-flop"
path_max_fanout = 58
r2r_start = "spi_slave.bit_counter[4]"

[logic_synthesis]
synth.distinct_cells = 76
yosys_cells = 18870
syn-cell-area_um2 = 336000
top_cell = "edfxtp_1"
ys_top_cells_by_count = "edfxtp_1 (8226), nor2_1 (4210), mux4_2 (2008)"
ys_async_sr_fraction_pct = 0.578
ys_seq_share_pct = 74.0
area_leaders = "edfxtp_1 (73%), mux4_2 (13%), nor2_1 (4.7%), mux2i_1 (1.8%), clkbuf_1 (1.1%)"
synth-seq-cells = 8304
top_area_cell = "edfxtp_1"
yosysWarnings = 7
syn_avg_cell_area_um2 = 17.8
synth_cells = 18870
yosys.area.top_type_share_pct = 73.5
ys_chip_area_um2 = 336000
edf_count = 8226
flop_cell = "edfxtp_1"

[grt]
grt_pass1_vias = 184768
grt_first_pass_wirelength_um = 1410000
overflow = 0
grt_max_degree = 230
antenna_found_initial = 82
grt_usage_pct = 26.3

[power_and_ir_drop]
pwr-share-clk_pct = 9.8
netSwitchingFraction_pct = 41.4
intPower_w = 0.00206
power_switching_w = 0.00146
power_leakage_nw = 99.8
p_comb_share_pct = 42.1
power.share.sequential_pct = 48.1
vdd_drop_max_uv = 130
power_density_nw_per_um2 = 10.0

[cts]
ctsResizeCount = 0
tritoncts = "yes"
postCtsSetupRepairBufs = 0
cts_hold_buf = 0
clk_pin_slew_ns = 0.04

[detailed_routing]
wirelength_um = 1010000
via_count = 172767
vias_per_cell = 5.88
drt_iter0_drc = 12184
drt-pass1-iter-count = 5
antenna_left = 0
wl_per_cell_um = 34.4
drc_errors = 0

[die]
rows = 336
die_area_um2 = 844000
pin_count = 20
core_area_um2 = 837000
die_w_um = 919
die_h_um = 919
fp_util_pct = 40.2

[finish]
area_delta_synth_final_pct = 4.47
fillers = 72731
drive_above_1_share_pct = 17.1
post-route-util_pct = 41.9
final_cells = 29407

[min_path]
min_path_cells = 1
worstHoldStart = "clk_counter[0]"
min_to = "clk_counter[0]"
hold_path.class = "reg -> reg"

[sta]
rsz0062_at_grt = "false"
fin_skew_ns = 0.00396
tightest_slew_ns = 1.14
untimed_endpoints = 16532
relSlewSlack_pct = 23.7
unclocked_pins = 8295
slew_violations = 0
hold_viol_final = 0
setup_viol = 0
final.setup.tns_ns = 0

[status]
status = "completed"

[place]
portBuffers = 17
dp.cells = 29264
dp_hpwl_um = 629000
gp_congestion = 0.908

[run]
drv_cap = 0
warning_count = 267
flip-flops by register name, indices dropped and copies added (netlist names), 5 cells and up:
signal,flops
column_addr,10
sync_pdp_ram.mem_bottom,4096
bit_count,32
write_addr,11
sync_pdp_ram.mem_top,4096
spi_slave.bit_counter,5
counter,24
oe_strobe_column_addr,10
power by group through the flow:
stage                 registers (W)  logic [W]  clock network [W]
final                       0.00169    0.00148           0.000345
after global routing        0.00170    0.00164           0.000360
after CTS                   0.00169    0.00151           0.000351
through the flow:
step                      hold WS, ns  setup slack [ns]  cell area, um^2  power (W)
after floorplan                 0.364            -48.79           336000    0.00639
after global placement          0.452             0.622           351000    0.00317
after detailed placement        0.423             0.777           351000    0.00320
after CTS                       0.428             0.747           351000    0.00355
after global routing            0.453             0.583           351000    0.00369
final                           0.419             0.697           351000    0.00352
placed cells by master, fill, tap and decap left out, types with 29 or more instances in the layout:
cell type,n
dfxtp_1,29
o21ai_0,138
a21oi_1,187
mux2i_1,614
diode_2,136
nand2_2,66
buf_4,778
o221ai_1,70
nand3_1,102
edfxtp_1,8226
mux4_2,2008
xnor2_1,55
nor2_1,4193
nor3_1,39
o22ai_1,77
a31oi_1,48
a211oi_1,36
a22o_1,30
mux2_2,44
a221oi_1,88
a32oi_1,52
nand2_1,472
a22oi_1,163
nand2_4,59
and3_1,39
cell families after synthesis:
family	share of synthesized area, %
buffers and inverters	2.12
other	0.00112
and+or+nand+nor	5.95
DFF	74.0
adders and majority gates	0.0409
xor gates and xnor gates	0.216
muxes	15.4
AOI/OAI and AO/OA	2.21
worst max-delay path by stage:
stage,slack [ns],end,cells past startpoint
CTS,0.75,spi_slave.tmp_data[8],5
global route,0.58,spi_slave.tmp_data[8],5
finish,0.70,spi_slave.tmp_data[8],5
metal layers:
metal / up-vias / wire (um) / global-route usage [%]
met5: - / 2450 / 2.83
met4: 115 / 44800 / 8.84
met3: 1382 / 207000 / 23.3
met2: 10655 / 459000 / 36.9
met1: 88919 / 298000 / 29.0
li1: 71696 / - / -
cell type report:
class                   count  area, um^2  share of cell area, %
multi-input cells        8956       81100                   23.1
clock buffers               7         154                 0.0438
well taps               11154       14000                   3.97
inverters                  28         145                 0.0413
repair buffers            822        6550                   1.86
diodes                    136         340                 0.0969
flip-flops and latches   8304      249000                   70.9
worst max-delay path, stage by stage, from the launching register on:
cell,delay [ns]
dfstp_4,0.92
inv_1,0.51
xnor2_1,0.40
nand3_1,0.22
nor3_1,0.31
mux2_2,0.37
No activity file was given, so power comes from the tool's default toggle rates.
